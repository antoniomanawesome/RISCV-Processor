===== ./design.v =====
package alu_pkg;
    typedef enum logic [5:0] {
        add   = 6'd0,
        sub   = 6'd1,
        sll   = 6'd2,
        srl   = 6'd3,
        sra   = 6'd4,
        aand  = 6'd5,
        oor    = 6'd6,
        xxor  = 6'd7,
        slt   = 6'd8,
        sltu  = 6'd9,
        addi  = 6'd10,
        slli  = 6'd11,
        srli  = 6'd12,
        srai  = 6'd13,
        andi  = 6'd14,
        ori   = 6'd15,
        xori  = 6'd16,
        slti  = 6'd17,
        sltiu = 6'd18,
        lui   = 6'd19,
        auipc = 6'd20,
        lb = 6'd21,
        lbu = 6'd22,
        lh = 6'd23,
        lhu = 6'd24,
        lw = 6'd25,
        sb = 6'd26,
        sh = 6'd27,
        sw = 6'd28,
        fence = 6'd29,
        fence_i = 6'd30,
        jal = 6'd31,
        jalr = 6'd32,
        beq = 6'd33,
        bne = 6'd34,
        blt = 6'd35,
        bge = 6'd36,
        bltu = 6'd37,
        bgeu = 6'd38
    } alu_sel_t;
endpackage
module imm_gen
(
    input logic[31:0] instr,
    input logic[2:0] immSrc,
    output logic[31:0] imm
);
localparam I_TYPE = 3'b000;
localparam S_TYPE = 3'b001;
localparam B_TYPE = 3'b010;
localparam U_TYPE = 3'b011;
localparam J_TYPE = 3'b100;
always_comb begin
    case (immSrc)
        I_TYPE:
            imm = {{20{instr[31]}}, instr[31:20]};
        S_TYPE:
            imm = {{20{instr[31]}}, instr[31:25], instr[11:7]};
        B_TYPE:
            imm = {{19{instr[31]}}, instr[31], instr[7], instr[30:25], instr[11:8], 1'b0};
        U_TYPE:
            imm = {instr[31:12], 12'b0};
        J_TYPE:
            imm = {{11{instr[31]}}, instr[31], instr[19:12], instr[20], instr[30:21], 1'b0};
        default:
            imm = 32'b0;
    endcase
end
endmodule

===== ./run.sh =====
#!/bin/bash
# OpenROAD 26Q1-2900-gdf79404cd8, Yosys 0.63+post, stock flow scripts
make -C /OpenROAD-flow-scripts/flow DESIGN_CONFIG=/design/flow/config.mk WORK_HOME=/design/flow/orfs finish

===== ./config.mk =====
export PLATFORM = sky130hd
export DESIGN_NAME = imm_gen
export DESIGN_NICKNAME = imm_gen
export VERILOG_FILES = /design/flow/design.v
export SDC_FILE = /design/flow/constraint.sdc
export NUM_CORES = 4
export LEC_CHECK = 1
export CORE_AREA = 10 10 70 70
export DIE_AREA = 0 0 80 80

===== ./constraint.sdc =====
current_design imm_gen

set clk_period 2.7
set clk_io_pct 0.2

create_clock -name clk0 -period $clk_period

set non_clock_inputs [all_inputs -no_clocks]
set_input_delay [expr $clk_period * $clk_io_pct] -clock clk0 $non_clock_inputs
set_output_delay [expr $clk_period * $clk_io_pct] -clock clk0 [all_outputs]

==> impl_metrics.json <==
{
  "status": "finished, final reports clean",
  "syn_to_final_growth_pct": 136,
  "yosys_cells": 94,
  "post-cts-setup-buffer-count": 0,
  "grt_pass1_wl_um": 4000,
  "drc": 0,
  "finalCritPeriodShare_pct": 96.5,
  "synth.distinct_cells": 20,
  "grt_start_max_net_pins": 12,
  "maxCapViolations": 0,
  "gp_congestion": 0.724,
  "yosysWarnings": 1,
  "floorplan.core_util_pct": 15.8,
  "row_count": 21,
  "regArea_um2": 0,
  "crit_arrival_ps": 2070,
  "drt-pass1-iter-count": 4,
  "holdBufCountCts": 0,
  "worst_setup_path_start_kind": "input pin",
  "leakage_nw": 0.539,
  "layout.area.comb_um2": 455,
  "setup_viol": 0,
  "relSlewSlack_pct": 83.2,
  "ios": 67,
  "slew_viol_final": 0,
  "peakVddDrop_uv": 50.3,
  "n_sequential_cell": 0,
  "yosys_area_um2": 541,
  "power.total_mw": 0.205,
  "fin_crit_ps": 2610,
  "post_drt_wl_per_cell_um": 12.4,
  "hp-class": "in -> out",
  "num-clock-buffers": 0,
  "wl_um": 2560,
  "rsz0062_at_grt": "no",
  "max_freq_mhz": 384,
  "cp_max_fo": 8,
  "track_usage_pct": 7.46,
  "final_antenna_net_count": 0,
  "die_w_um": 80,
  "syn_inst": 94,
  "warnings": 39,
  "powerDensity_mw_per_mm2": 161,
  "ys_seq_share_pct": 0,
  "num_vias": 872,
  "hpwlAfterDp_um": 2240,
  "worst_pin_slew_ps": 252,
  "drt_iter0_markers": 49,
  "critical_path_required_ps": 2160,
  "antenna_cells_inserted": 0,
  "overflow": 0,
  "syn-mean-instance-area_um2": 5.75,
  "die_y_um": 80,
  "nFillCells": 363,
  "portBuffers": 60,
  "antenna_found_initial": 0,
  "setup.worst_path.end_class": "primary output",
  "final_hold_viol_count": 0,
  "syn_area_um2": 541,
  "crit_type": "in -> out",
  "utilization_pct": 37.4,
  "grt_pass1_vias": 805,
  "chip_area_mm2": 0.00640,
  "drive_above_1_share_pct": 15.5,
  "coreArea_mm2": 0.00342,
  "post_drt_via_cell_ratio": 4.21
}
==> final timing paths <==
kind	depth (start not counted)	startpoint	end
setup / recovery	6	instr[31]	imm[16]
hold / removal	4	immSrc[0]	imm[31]
==> synth_stat cells, drive strengths merged <==
master  instances  share of area (%)
o32ai           1                1.6
buf             7                 10
mux2i           1                1.9
o21ai           1               0.93
mux2            4                8.3
nor2b           7                8.1
and3b           1                1.6
nor3            1               0.93
and2            2                2.3
inv             5                3.5
clkbuf          4                2.8
and2b           2                2.8
maj3            1                2.1
a21oi          17                 16
o22ai          12                 14
nand2          22                 15
nand2b          6                8.3
==> cells in the final DEF (no fill, tap or decap) <==
master / count
a21oi_1: 17
and2_0: 1
and2_1: 1
and2b_1: 2
and3b_1: 1
buf_12: 1
buf_4: 17
clkdlybuf4s50_1: 57
dlygate4sd2_1: 3
inv_1: 5
maj3_2: 1
mux2_2: 4
mux2i_1: 1
nand2_1: 22
nand2b_1: 5
nand2b_4: 1
nor2b_1: 6
nor2b_2: 1
nor3_1: 1
o21ai_0: 1
o22ai_1: 12
o32ai_1: 1
==> cells by family after synthesis <==
family | share of synthesized area, %
and+or+nand+nor | 39.4
AOI/OAI and AO/OA | 32.2
buffers and inverters | 16.2
muxes | 10.2
adders and majority gates | 2.08
==> timing repair <==
item                       4_1_cts  5_1_grt
pin swaps                        0        0
setup endpoints to repair       28        9
gates resized                    3        1
==> report_power, final <==
part / switching [mW] / internal, mW / total (mW)
logic: 0.0631 / 0.142 / 0.205
registers: 0 / 0 / 0
clock network: 0 / 0 / 0
total: 0.0631 / 0.142 / 0.205
==> area by class of cell <==
type | count | area share [%]
Multi-Input combinational cell | 78 | 35.7
Tap cell | 46 | 4.51
Inverter | 5 | 1.47
Timing Repair Buffer | 78 | 58.3
==> critical path, cell delays in order <==
cell	delay, ps
clkdlybuf4s50_1	510
nor2b_2	170
buf_4	160
a21oi_1	50
o22ai_1	150
clkdlybuf4s50_1	490
==> routing by layer <==
| layer | up-vias | part of all wire (%) | global-route usage (%) |
|---|---|---|---|
| li1 | 457 | - | - |
| met1 | 387 | 43 | 9.76 |
| met2 | 28 | 51 | 12.9 |
| met3 | 0 | 5.8 | 1.59 |
| met4 | 0 | 0 | 0 |
| met5 | - | 0 | 0 |
==> metrics by stage <==
step	TNS, ps	hold slack [ps]	setup WS (ps)	area, um2	cells
6_report	0	1990	94.5	1280	207
5_1_grt	0	2020	25.5	1280	207
4_1_cts	0	2000	51.0	1270	207
3_5_place_dp	-2120	2000	-110	1280	207
3_3_place_gp	-2020	2000	-98.4	1280	207
2_1_floorplan	0	1130	859	541	94
