==> ./design.v <==
package alu_pkg;
    typedef enum logic [5:0] {
        add   = 6'd0,
        sub   = 6'd1,
        sll   = 6'd2,
        srl   = 6'd3,
        sra   = 6'd4,
        aand  = 6'd5,
        oor    = 6'd6,
        xxor  = 6'd7,
        slt   = 6'd8,
        sltu  = 6'd9,
        addi  = 6'd10,
        slli  = 6'd11,
        srli  = 6'd12,
        srai  = 6'd13,
        andi  = 6'd14,
        ori   = 6'd15,
        xori  = 6'd16,
        slti  = 6'd17,
        sltiu = 6'd18,
        lui   = 6'd19,
        auipc = 6'd20,
        lb = 6'd21,
        lbu = 6'd22,
        lh = 6'd23,
        lhu = 6'd24,
        lw = 6'd25,
        sb = 6'd26,
        sh = 6'd27,
        sw = 6'd28,
        fence = 6'd29,
        fence_i = 6'd30,
        jal = 6'd31,
        jalr = 6'd32,
        beq = 6'd33,
        bne = 6'd34,
        blt = 6'd35,
        bge = 6'd36,
        bltu = 6'd37,
        bgeu = 6'd38
    } alu_sel_t;
endpackage
import alu_pkg::*;
module alu
#(parameter int WIDTH = 32)
(
    input logic [WIDTH-1:0] rs1,
    input logic [WIDTH-1:0] rs2,
    input logic [31:0]      imm,
    input logic [4:0]       sel,
    input logic [WIDTH-1:0] pc,
    output logic [WIDTH-1:0] rd
);
always_comb begin
    case(sel)
        add: rd = rs1 + rs2;
        sub: rd = rs1 - rs2;
        sll: rd = rs1 << rs2[4:0];
        srl: rd = rs1 >> rs2[4:0];
        sra: rd = $signed(rs1) >>> rs2[4:0];
        aand: rd = rs1 & rs2;
        oor: rd = rs1 | rs2;
        xxor: rd = rs1 ^ rs2;
        slt: rd = ($signed(rs1) < $signed(rs2)) ? 1 : 0;
        sltu: rd = (rs1 < rs2) ? 1 : 0;
        addi: rd = rs1 + imm[11:0];
        slli: rd = rs1 << imm[4:0];
        srli: rd = rs1 >> imm[4:0];
        srai: rd = $signed(rs1) >>> imm[4:0];
        andi: rd = rs1 & imm[11:0];
        ori: rd = rs1 | imm[11:0];
        xori: rd = rs1 ^ imm[11:0];
        slti: rd = ($signed(rs1) < $signed(imm[11:0])) ? 1 : 0;
        sltiu: rd = (rs1 < imm[11:0]) ? 1 : 0;
        lui: rd = {imm[31:12], 12'b0};
        auipc: rd = pc + {imm[31:12], 12'b0};
        default: rd = '0;
    endcase
end
endmodule
==> ./run.sh <==
#!/bin/bash
# OpenROAD 26Q1-2900-gdf79404cd8, Yosys 0.63+post, stock flow scripts
make -C /OpenROAD-flow-scripts/flow DESIGN_CONFIG=/design/flow/config.mk WORK_HOME=/design/flow/orfs finish
==> ./config.mk <==
export PLATFORM = sky130hd
export DESIGN_NAME = alu
export DESIGN_NICKNAME = alu
export VERILOG_FILES = /design/flow/design.v
export SDC_FILE = /design/flow/constraint.sdc
export NUM_CORES = 4
export LEC_CHECK = 1
export CORE_UTILIZATION = 30
==> ./constraint.sdc <==
current_design alu

set clk_period 14.1
set clk_io_pct 0.2

create_clock -name clk0 -period $clk_period

set non_clock_inputs [all_inputs -no_clocks]
set_input_delay [expr $clk_period * $clk_io_pct] -clock clk0 $non_clock_inputs
set_output_delay [expr $clk_period * $clk_io_pct] -clock clk0 [all_outputs]
==> results.rst <==
Implementation results
======================

.. list-table::
   :header-rows: 1

   * - Metric
     - Value
   * - Run status
     - completed
   * - Mean routed wirelength per cell
     - 30.72 um
   * - Post-CTS repair timing setup buffer count
     - 0
   * - Cell with the most instances after synthesis
     - nand2_1
   * - Hold violation count in the final report
     - 0
   * - Proportion of synthesized area in mux cells
     - 0.1391
   * - Minimum clock period
     - 11.56 ns
   * - First-pass DRT Iterations
     - 5
   * - Cell row count
     - 78
   * - Antenna viol nets, final
     - 0
   * - Core area
     - 45580 um^2
   * - Core utilization before placement
     - 0.3048
   * - Average size of a mapped cell
     - 6.909 um^2
   * - Total number of vias
     - 17800
   * - Critical-path maximum fanout
     - 37
   * - Clock buffers
     - 0
   * - Storage cell area
     - 0 um^2
   * - DRC errors left
     - 0
   * - Remaining Overflow, GRT
     - 0
   * - Wire length of the first global-routing pass
     - 119.7 mm
   * - Worst Max-Slew Pin Slew
     - 1.082 ns
   * - Yosys-reported design area after synthesis
     - 13890 um^2
   * - Post-synth design cell area
     - 13890 um^2
   * - Largest type area fraction
     - 0.1657
   * - Combined global-route utilization of all metal layers
     - 0.3558
   * - Initial antenna violation count
     - 1
   * - Total leakage power
     - 6.795 nW
   * - Die height
     - 217.2 um
   * - Switching share of power
     - 0.6188
   * - Die Width
     - 217.2 um
   * - Flop count
     - 0
   * - Cell area power density
     - 42.48 nW/um^2
   * - Cell area after layout
     - 16480 um^2
   * - Synthesis-to-finish area growth
     - 18.64%
   * - XOR/XNOR share of the synthesized area
     - 0.04476
   * - Kind of launch point of the worst setup path
     - input port
   * - Power, Total
     - 0.0007002 W
   * - Sort of element at the end of the critical path
     - output port
   * - Count of boundary I/O pins
     - 165
   * - Final setup violation count
     - 0
   * - Pin count of the biggest net entering global routing
     - 38
   * - And+or+nand+nor area frac
     - 0.2141
   * - Maximum VDD drop
     - 0.00002427 V
   * - Number of port buffers
     - 165
   * - Vias per Instance
     - 6.532
   * - Crit path DRT
     - 11.28 ns
   * - DP Area
     - 16480 um^2
   * - Commonest cells in the netlist
     - 211 x nand2_1, 190 x a21oi_1, 184 x ha_1
   * - OpenROAD warning count
     - 122
   * - Number of library cell types mapped by synthesis
     - 84
   * - Fmax
     - 86.52 MHz
   * - Rel. slew slack
     - 0.2709
   * - Yosys Instances
     - 2011
   * - Fraction of the yosys area taken by sequential cells
     - 0
   * - DP Wirelength
     - 65.31 mm
   * - Total Negative Setup Slacks
     - 0 ns
   * - Yosys adder share
     - 0.1700
   * - Total wire length after detailed routing
     - 83.72 mm
   * - Clock share of power
     - 0
   * - Switching power summed over all nets
     - 0.0004333 W
   * - Worst min path class
     - in -> out
   * - Max Cap Violations
     - 0
   * - Post-Synthesis Cells
     - 2011
   * - Antenna fix cells
     - 0
   * - Fraction of final layout cells with drive strength greater than 1
     - 0.08753
   * - Logic pwr share
     - 1.000
   * - Final count of pins violating max slew
     - 0
   * - Total internal power
     - 0.0002669 W
   * - Critical Setup Path Class
     - in -> out
   * - Yosys warning tally
     - 1
   * - Sequential share of power
     - 0
   * - Hold buffer count at cts
     - 0
   * - Number of resized instances in the post-cts repair step
     - 0
   * - Largest logic family
     - AND-OR/OR-AND gates
   * - RSZ-0062 raised after global routing
     - no
   * - Number of DRC violations after detailed-routing iteration 0
     - 1882
   * - Routability cong.
     - 1.077
   * - Top cell type by total area after synthesis
     - ha_1
   * - Worst EP arrival
     - 8.74 ns
   * - Die Size
     - 47180 um^2
   * - Vias in the first global route
     - 17050
   * - Cell types with the largest area share after synthesis
     - ha_1 17%, mux4_2 7.9%, a21oi_1 6.8%
   * - Fraction of the mapped netlist area in compound gates
     - 0.3576
   * - Post-route clock period utilization
     - 0.8197
kinds of logic (layout without fill, tap and decap cells):
logic type      after synthesis  after routing
buf+inv                     265            379
fa+ha+maj                   187            187
simple gates                626            626
mux                         131            131
xor+xnor                     71             71
compound gates              731            731
power groups by stage:
stage	clock, W	combinational, W	sequential [W]
after CTS	0	0.000679	0
after global routing	0	0.000741	0
final	0	0.000700	0
worst max-delay path, cell delays in order:
cell and delay, ns:
clkdlybuf4s50_1 0.87, nor3b_4 0.28, buf_4 0.46, nand2_1 0.53
nand2_1 0.18, o21ai_0 0.10, ha_1 0.25, fa_1 0.44
nand3_1 0.12, a21o_1 0.18, a211oi_1 0.11, o31ai_1 0.50
a21oi_1 0.26, o41ai_1 0.37, buf_4 0.21, o22ai_1 0.09
mux2_2 0.28, o211ai_1 0.16, clkdlybuf4s50_1 0.48
placed cells by master (no fill, tap or decap), types with 6 or more instances in the layout:
cell,count
nand2_1,211
a21oi_1,188
ha_1,184
clkdlybuf4s50_1,165
inv_1,117
nor2_1,111
o21ai_0,104
buf_4,96
nand3_1,77
mux2i_1,75
nor3_1,67
o211ai_1,64
a211oi_1,54
mux4_2,49
xnor2_1,46
a221oi_1,42
a21o_1,35
a22oi_1,29
nand2b_1,27
xor2_1,25
a31oi_1,22
nor2b_1,19
nor4_1,19
a211o_1,18
o21bai_1,17
o22ai_1,17
nand4_1,17
a311oi_1,17
and3_1,15
a221o_1,14
o2111ai_1,14
and2_1,13
o21a_1,10
or3_1,10
a32oi_1,10
o31ai_1,9
a2111oi_0,8
mux2_2,7
a222oi_1,6
routing by layer:
metal | global-route usage | wire length [um] | vias to the layer above
met2 | 0.5278 | 35300 | 1039
met4 | 0.1667 | 4688 | 2
met5 | 0 | 11 | -
li1 | - | - | 7910
met1 | 0.4704 | 34200 | 8627
met3 | 0.1111 | 9524 | 223
through the flow:
step / setup slack (ns) / hold WS [ns] / std cells / util
detailed placement: 2.655 / 6.890 / 2725 / 0.3617
CTS: 2.614 / 6.897 / 2725 / 0.3617
global route: 2.100 / 6.962 / 2725 / 0.3617
global placement: 2.663 / 6.889 / 2725 / 0.3617
floorplan: 4.610 / 5.846 / 2011 / -
finish: 2.542 / 6.888 / 2725 / 0.3617
cell type report:
cell class | instances | area (um^2)
inverter | 118 | 442.9
multi-input combinational | 1746 | 12920
tap | 600 | 750.7
fill | 4774 | 29090
timing repair buffer | 261 | 2372
worst paths after layout:
kind | from | end | slack [ns] | cells after the start
max | sel[1] | rd[30] | 2.54 | 19
min | pc[30] | rd[30] | 6.89 | 6
Power is estimated from default activity; no workload was simulated.
