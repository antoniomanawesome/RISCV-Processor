### flow/run.sh
#!/bin/bash
# OpenROAD 26Q1-2900-gdf79404cd8, Yosys 0.63+post, stock flow scripts
make -C /OpenROAD-flow-scripts/flow DESIGN_CONFIG=/design/flow/config.mk WORK_HOME=/design/flow/orfs finish
### flow/config.mk
export PLATFORM = sky130hd
export DESIGN_NAME = pc
export DESIGN_NICKNAME = pc
export VERILOG_FILES = /design/flow/design.v
export SDC_FILE = /design/flow/constraint.sdc
export NUM_CORES = 4
export LEC_CHECK = 1
export CORE_AREA = 10 10 106 106
export DIE_AREA = 0 0 116 116
### flow/constraint.sdc
current_design pc

set clk_period 1.0
set clk_io_pct 0.2

create_clock -name clk0 -period $clk_period [get_ports {clk}]

set non_clock_inputs [all_inputs -no_clocks]
set_input_delay [expr $clk_period * $clk_io_pct] -clock clk0 $non_clock_inputs
set_output_delay [expr $clk_period * $clk_io_pct] -clock clk0 [all_outputs]
### flow/design.v
package alu_pkg;
    typedef enum logic [5:0] {
        add   = 6'd0,
        sub   = 6'd1,
        sll   = 6'd2,
        srl   = 6'd3,
        sra   = 6'd4,
        aand  = 6'd5,
        oor    = 6'd6,
        xxor  = 6'd7,
        slt   = 6'd8,
        sltu  = 6'd9,
        addi  = 6'd10,
        slli  = 6'd11,
        srli  = 6'd12,
        srai  = 6'd13,
        andi  = 6'd14,
        ori   = 6'd15,
        xori  = 6'd16,
        slti  = 6'd17,
        sltiu = 6'd18,
        lui   = 6'd19,
        auipc = 6'd20,
        lb = 6'd21,
        lbu = 6'd22,
        lh = 6'd23,
        lhu = 6'd24,
        lw = 6'd25,
        sb = 6'd26,
        sh = 6'd27,
        sw = 6'd28,
        fence = 6'd29,
        fence_i = 6'd30,
        jal = 6'd31,
        jalr = 6'd32,
        beq = 6'd33,
        bne = 6'd34,
        blt = 6'd35,
        bge = 6'd36,
        bltu = 6'd37,
        bgeu = 6'd38
    } alu_sel_t;
endpackage
module pc
#(parameter int WIDTH = 32)
(
    input logic clk,
    input logic rst,
    input logic [WIDTH-1:0] next_pc,  
    output logic [WIDTH-1:0] curr_pc
);
always_ff @(posedge clk or posedge rst) begin
    curr_pc <= next_pc;
    if(rst) curr_pc <= '0;
end
endmodule
==> results.json <==
{
  "hold_violations": 0,
  "drv_slew": 0,
  "multi_input_comb_area_um2": 0,
  "power.leakage_nw": 0.688,
  "crit_buf_inv": 1,
  "cp_top_family": "flip-flops",
  "die_w_um": 116,
  "syn_area_um2": 805,
  "lay_top_cells": "clkdlybuf4s50_1, dfrtp_1, buf_2",
  "fp-utilization_pct": 9.09,
  "timing.final.crit_period_ns": 0.964,
  "grt_pass1_vias": 653,
  "logic_gates": 0,
  "grt_max_degree": 33,
  "clkSinkCount": 32,
  "drc": 0,
  "track_usage_pct": 3.84,
  "dp.cells": 207,
  "outcome": "completed",
  "die_height_um": 116,
  "synth_cells": 33,
  "power.total_mw": 2.59,
  "crit_fanout": 1,
  "grt_pass1_wl_mm": 3.93,
  "yosys_warnings": 1,
  "critPathKind": "reg2out",
  "cts_made_buffers": 5,
  "ctsHoldBuffers": 0,
  "ys.flops": 32,
  "crit_slowest_cell": "dfrtp_1",
  "critPathLaunchType": "register",
  "crit_chain": "buf_2",
  "cts-root-buf": "clkbuf_8",
  "core_area_mm2": 0.00885,
  "setup_viol": 0,
  "slew_headroom_pct": 88.3,
  "synth_chip_area_um2": 805,
  "instances_no_fill": 215,
  "die_area_mm2": 0.0135,
  "postRouteAntennaNets": 0,
  "flow.area_growth_from_synthesis_pct": 91.4,
  "io_buffers": 65,
  "final.period_utilization_pct": 96.4,
  "vias_per_cell": 2.60,
  "p_per_area_mw_per_mm2": 1680,
  "place.gp.congestion": 0.651,
  "htreeDepth": 2,
  "cp_slowest_stage_delay_ns": 0.37,
  "drt_iter0_markers": 9,
  "hp-class": "in2async",
  "synth_seq_share_pct": 99.5,
  "end_kind": "output port",
  "largest_register": "curr_pc",
  "drv_cap": 0,
  "ios": 66,
  "wl_per_cell_um": 12.7,
  "ir_drop_mv": 0.527,
  "wl_mm": 2.73,
  "warning_count": 25,
  "worst_slack_ns": 0.0360,
  "drt_first_pass_iters": 2,
  "max_freq_mhz": 1040,
  "layout_top_cell": "clkdlybuf4s50_1",
  "worst_slew_pin_slew_ns": 0.176,
  "yosys_cells": 33,
  "dp_slack_ns": -0.0221,
  "rows": 34,
  "overflow": 0,
  "vias": 560,
  "post_cts_resize_count": 105,
  "clock_path_buffers": 2,
  "whs_ns": 0.269,
  "drive_gt1_share_pct": 36.4,
  "cp_data_required_time_ns": 0.80,
  "largest_reg_flops": 32,
  "antenna_found_initial": 0,
  "clkSlewWorstSetupHoldPaths_ns": 0.06,
  "cp.arrival_ns": 0.76,
  "cts_tree": "done",
  "rsz0062_at_grt": "false",
  "synth.distinct_cells": 2,
  "syn_area_per_cell_um2": 24.4,
  "cts_setup_buffers": 0,
  "reg.largest.list": "curr_pc x32",
  "diodes": 0
}
==> cells in the mapped netlist <==
| cell | count | area (µm²) |
|---|---|---|
| dfrtp_1 | 32 | 801 |
| inv_1 | 1 | 3.75 |
==> stage by stage <==
step           util [%]  area [µm²]  TNS, ns
6_report           17.4        1540        0
5_1_grt            17.4        1540        0
4_1_cts            17.4        1540        0
3_5_place_dp       18.2        1610  -0.0298
3_3_place_gp       18.2        1610  -0.0465
2_1_floorplan         -         805        0
==> routing by layer <==
metal	part of all wire, %	wire length [µm]	vias up	track usage, %
met5	0	0	-	0
li1	-	-	243	-
met4	0	0	0	0.334
met1	42	1140	265	4.60
met2	39	1070	52	5.27
met3	19	520	0	3.40
==> where the power goes <==
group | switching [mW] | total, mW | internal (mW) | leakage (nW)
clock network | 0.431 | 0.992 | 0.561 | 0.0455
registers | 0.0133 | 1.37 | 1.36 | 0.373
logic | 0.0617 | 0.223 | 0.161 | 0.270
total | 0.506 | 2.59 | 2.08 | 0.688
==> final timing paths <==
| kind | startpoint | end | slack [ns] | depth (start not counted) |
|---|---|---|---|---|
| setup / recovery | curr_pc[6] | curr_pc[6] | 0.04 | 1 |
| hold / removal | rst | curr_pc[14] | 0.27 | 3 |
| max in group asynchronous | rst | curr_pc[12] | 0.55 | 3 |
| min in group clk0 | next_pc[22] | curr_pc[22] | 0.36 | 1 |
==> worst min-delay path, stage by stage <==
cell,delay (ns)
clkdlybuf4s50_1,0.40
inv_1,0.09
buf_12,0.21
==> logic make-up (layout without fill, tap and decap cells) <==
family                 count (synthesis)  after routing  share of synthesized area [%]
flip-flops                            32             32                           99.5
buffers and inverters                  1             75                          0.466
==> layout make-up <==
type / count / area, µm²
clock buffers: 8 / 90.1
repair buffers: 66 / 510
fillers: 986 / 7310
well taps: 108 / 135
inverters: 1 / 3.75
flip-flops and latches: 32 / 801
Power figures rest on the tool's default switching activity, not on a simulated workload.
